--- run.sh ---
#!/bin/bash
# OpenROAD 26Q1-2900-gdf79404cd8, Yosys 0.63+post, stock flow scripts
make -C /OpenROAD-flow-scripts/flow DESIGN_CONFIG=/design/flow/config.mk WORK_HOME=/design/flow/orfs finish
--- config.mk ---
export PLATFORM = sky130hd
export DESIGN_NAME = spi_slave_gpio_regmap
export DESIGN_NICKNAME = spi_slave_gpio_regmap
export VERILOG_FILES = /design/flow/design.v
export SDC_FILE = /design/flow/constraint.sdc
export NUM_CORES = 4
export LEC_CHECK = 1
export CORE_UTILIZATION = 30
export SYNTH_HDL_FRONTEND = slang
--- constraint.sdc ---
current_design spi_slave_gpio_regmap

set clk_period 77.8
set clk_io_pct 0.2

create_clock -name clk0 -period $clk_period [get_ports {clk}]

set non_clock_inputs [all_inputs -no_clocks]
set_input_delay [expr $clk_period * $clk_io_pct] -clock clk0 $non_clock_inputs
set_output_delay [expr $clk_period * $clk_io_pct] -clock clk0 [all_outputs]
--- design.v ---
module spi_slave_gpio_regmap (
  input  logic       clk,
  input  logic       rst_n,
  input  logic       cs,        
  input  logic       sclk,
  input  logic       mosi,
  output logic       miso,
  input  logic [7:0] gpio_in,
  output logic [7:0] gpio_out
);
  localparam byte ADDR_ID        = 8'h00;
  localparam byte ADDR_GPIO_IN   = 8'h01;
  localparam byte ADDR_GPIO_OUT  = 8'h02;
  localparam byte ID_VALUE       = 8'hA5;
  logic [7:0] regfile [0:255];
  assign gpio_out = regfile[ADDR_GPIO_OUT];
  logic sclk_d1, sclk_d2;
  logic cs_d1,   cs_d2;
  logic mosi_d1, mosi_d2;
  always_ff @(posedge clk or negedge rst_n) begin
    if (!rst_n) begin
      sclk_d1 <= 0; sclk_d2 <= 0;
      cs_d1   <= 1; cs_d2   <= 1;
      mosi_d1 <= 0; mosi_d2 <= 0;
    end else begin
      sclk_d1 <= sclk;
      sclk_d2 <= sclk_d1;
      cs_d1   <= cs;
      cs_d2   <= cs_d1;
      mosi_d1 <= mosi;
      mosi_d2 <= mosi_d1;
    end
  end
  wire sclk_rise =  sclk_d1 & ~sclk_d2;
  wire sclk_fall = ~sclk_d1 &  sclk_d2;
  wire cs_active = ~cs_d2;
  logic [2:0] bit_cnt;
  logic [1:0] byte_cnt;
  logic [7:0] shift_in;
  logic [7:0] shift_out;
  logic       rw;
  logic [7:0] addr;
  function automatic logic [7:0] read_reg(input logic [7:0] a);
    case (a)
      ADDR_ID       : return ID_VALUE;
      ADDR_GPIO_IN  : return gpio_in;
      default       : return regfile[a];
    endcase
  endfunction
  always_ff @(posedge clk or negedge rst_n) begin
    if (!rst_n) begin
      bit_cnt   <= 0;
      byte_cnt  <= 0;
      shift_in  <= 0;
      shift_out <= 0;
      rw        <= 0;
      addr      <= 0;
      miso      <= 0;
      for (int i = 0; i < 256; i++) begin
        regfile[i] <= 8'h00;
      end
    end
    else begin
      if (!cs_active) begin
        bit_cnt  <= 0;
        byte_cnt <= 0;
      end
      if (cs_active && sclk_rise) begin
        shift_in <= {shift_in[6:0], mosi_d2};
        if (bit_cnt == 3'd7) begin
          logic [7:0] full_byte;
          full_byte = {shift_in[6:0], mosi_d2};
          case (byte_cnt)
            2'd0: begin
              rw <= full_byte[0];
            end
            2'd1: begin
              addr <= full_byte;
              if (!rw)
                shift_out <= read_reg(full_byte);
            end
            2'd2: begin
              if (rw) begin
                if (addr != ADDR_ID && addr != ADDR_GPIO_IN)
                  regfile[addr] <= full_byte;
              end
            end
          endcase
          byte_cnt <= byte_cnt + 1;
          bit_cnt  <= 0;
        end
        else begin
          bit_cnt <= bit_cnt + 1;
        end
      end
      if (cs_active && sclk_fall) begin
        miso      <= shift_out[7];
        shift_out <= {shift_out[6:0], 1'b0};
      end
    end
  end
endmodule
==> Slide: Implementation Results <==
Implementation Results

Power
  • Clk pwr share: about 44%
  • Seq pwr share: between 40% and 50%
  • Power Density: between 20 and 25 nW/um^2
  • Combinational fraction of design power: a little under an eighth
  • Psw: 676.9 uW
  • Switching share of power: 27.40%
  • Int Power: roughly 1800 uW
  • Leak pwr: a little over 0.05 uW
  • Max VDD drop: between 0.02 and 0.025 mV

Placed design
  • Pre-CTS setup slack: a little under 60 ns
  • Routability Congestion: 0.8816
  • PortBufs: 21
  • HPWL Detailed: approximately 170,000 um

Final layout
  • Most instantiated logic cells after routing: 2,074 x dfrtp_1, 1,842 x mux2_2, 531 x mux4_2
  • Area Overhead vs Synth: 12.78%
  • Fraction of layout cells with a size suffix above 1: between 50% and 60%
  • Final Core Density: 34.07%
  • Top cell excl fill/tap: dfrtp_1
  • Fillers: just under 30,000

Clock network
  • CTS tree: built
  • Number of buffers created by CTS: 227
  • CTS Buffer Depth: 4
  • Hold_buf cts: 0
  • H-tree Lvls: 4
  • Clk slew on worst S/H paths: 0.06 ns
  • Postcts setup bufs: 0
  • Cts repair resizes: 0
  • Worst-Skew Late Latency: around 0.9 ns
  • Clk sinks: between 2,000 and 2,500
  • Clk root buf: clkbuf_16

Setup path
  • Top delay family on crit path: buffers and inverters
  • Crit-path slowest cell: buf_4
  • Required @ worst endpoint: 78.76 ns
  • CP Class: input port to asynchronous set/reset pin
  • Crit Path Max Fanout: between 100 and 150
  • Critical path arrival: about 20 ns
  • Setup crit end kind: asynchronous set/reset pin
  • Worst-path cell chain: buf_16, buf_4, buf_12, buf_4, buf_4, buf_4, buf_4
  • Buffers & Inverters on Critical Path: 7
  • Cell mode on critical path: buf_4
  • Startpoint Class: input port
  • CP max stage delay: around 0.7 ns

Drt
  • WL/cell: 25.26 um
  • Total wire length: between 200,000 and 300,000 um
  • Total number of vias: 53,990
  • DRC Markers: 0
  • Detailed Route Iter0 Violations: between 3,000 and 4,000
  • Via-to-Cell Ratio: a little over 5
  • Final ANT Viol Nets: 0
  • 1st-pass router iterations: 5

GRT
  • Largest net degree at the start of global routing: about 140
  • Vias in the first global route: 57,900
  • Initial antenna violation count: 10
  • Total congestion overflow: 0
  • First-pass GRT wire length: about 400,000 um
  • Total GRT Usage: roughly 17%

Final timing
  • Final max-slew violation count: 0
  • Worst-margin pin slew: 1.031 ns
  • Setup ws final: just under 60 ns
  • Final setup viols: 0
  • Peak Freq: about 53 MHz
  • Final hold violation count: 0
  • Post-layout min period: roughly 19 ns
  • Crit share post-route: between 20 and 25%
  • Setup TNS: 0 ns
  • RSZ-0062 raised after global routing: false
  • Post-Route Skew: around 0.075 ns
  • Max-slew headroom: approximately 31%

Synth
  • Asr flop ratio synth: around 100%
  • Synth warnings: 0
  • Top_reg_cell synth: dfrtp_1
  • Flops after synth: 2,084
  • Cell Type Count: 82
  • Area reported by Yosys stat: about 96,000 um^2
  • Mapped Area: roughly 96,000 um^2
  • Mapped Avg Cell Area: 15.74 um^2
  • Seq share, synth: between 50% and 60%
  • Post-synthesis cell count: between 6,000 and 7,000
  • Post-synth EDFFs: 0
  • # Cells Yosys: 6,109

Floorplanning
  • FP Util: a little under a third
  • Rows: roughly 210
  • Core Region: 318,300 um^2
  • Die Wd: around 570 um
  • DIE AREA: between 300,000 and 400,000 um^2
  • IO Pins: 22
  • Die H: between 500 and 600 um

Job
  • Max_cap viols: 0
  • Tool warnings: 58

Outcome
  • Status: complete, no violations

Min path
  • Worst hold path type: register to register
worst reg2reg max path: cells and delay by family (launching register included):
kind | cells | cell delay, ns
AND-OR/OR-AND | 5 | 2.10
buffers and inverters | 3 | 1.97
flip-flops | 1 | 0.87
multiplexers | 1 | 0.61
AND/OR/NAND/NOR | 1 | 0.27
worst paths after layout:
check	from	endpoint	slack (ns)	cells past startpoint
min in group asynchronous	rst_n	mosi_d1	14.51	1
max in group clk0	gpio_out[3]	gpio_out[3]	60.53	1
min	cs_d1	cs_d2	0.36	0
max reg2reg	mosi_d2	shift_out[4]	71.87	10
min reg2reg	cs_d1	cs_d2	0.36	0
max	rst_n	regfile[1059]	58.80	7
power groups by stage:
stage | sequential [uW] | combinational, uW | clock, uW
global route | 1100 | 297 | 1160
finish | 1100 | 279 | 1090
CTS | 1100 | 281 | 1120
layer usage:
layer | up-vias | share of wire [%] | GRT usage (%) | routed length [um]
met5 | - | 0.14 | 0.8181 | 369
met1 | 29390 | 42 | 24.20 | 110200
met4 | 20 | 2.9 | 4.035 | 7521
met3 | 393 | 8.9 | 6.660 | 23400
met2 | 1348 | 46 | 25.67 | 121500
li1 | 22840 | - | - | -
final cells by class:
class | count | area (um^2) | area share (%)
well taps | 4180 | 5230 | 4.823
inverters | 10 | 37.54 | 0.03462
multi-input cells | 3530 | 41670 | 38.43
clock inverters | 81 | 999.7 | 0.9219
repair buffers | 202 | 1762 | 1.625
flip-flops and latches | 2084 | 52180 | 48.12
diodes | 5 | 12.51 | 0.01154
clock buffers | 318 | 6545 | 6.036
kinds of logic (layout without fill, tap and decap cells):
logic type,after synthesis,count (layout),synth area share (%)
XOR/XNOR,1,1,0.009110
AND/OR/NAND/NOR,578,578,3.696
adder cells (fa/ha/maj),5,5,0.06506
AND-OR/OR-AND,276,276,2.078
buffers and inverters,495,611,2.501
flip-flops,2084,2084,54.24
other,0,5,0
multiplexers,2670,2670,37.41
synthesized netlist by cell type (5+ instances only):
cell type  instances  area [um^2]
dfrtp_1         2082        52100
mux2_2          1842        20740
mux4_2           531        11960
clkbuf_1         292         1096
mux2_1           207         2331
nand2_1          130        488.0
nand2_2          108        675.7
buf_2             82        410.4
mux2i_1           82        820.8
nor2_1            61        229.0
buf_4             58        435.4
nor2_2            52        325.3
a22oi_1           46        345.3
nand3_1           44        220.2
nor2_4            41        461.7
a21oi_1           37        185.2
o21ai_0           34        170.2
a221oi_1          28        245.2
buf_6             28        315.3
nor2b_1           28        175.2
buf_1             24        90.09
nor3_1            24        120.1
nand2b_1          18        112.6
o22ai_1           18        112.6
a22o_1            16        140.1
a211oi_1          15        112.6
o211ai_1          13        97.59
a31oi_1           12        75.07
nor2_8            10        200.2
inv_1              9        33.78
o31ai_1            9        67.56
a2111oi_0          8        70.07
mux2_4             8        120.1
and2_1             7        43.79
and3_1             6        37.54
nand4_1            6        37.54
nor4_4             6        127.6
o2111ai_1          6        52.55
a221o_1            5        50.05
ha_1               5        62.56
nand3b_1           5        37.54
nor3b_1            5        37.54
sequential cells by signal, indices dropped and copies added (netlist names):
name and cells:
miso 1, sclk_d1 1, bit_cnt 3, byte_cnt 2
shift_in 7, addr 8, shift_out 8, mosi_d1 1
cs_d2 1, regfile 2040, mosi_d2 1, gpio_out 8
sclk_d2 1, cs_d1 1, rw 1
metrics by stage:
stage | area [um^2] | std cells | power [uW] | hold WS [ns]
floorplan | 96150 | 6109 | 1260 | 0.3312
global route | 108400 | 10410 | 2556 | 0.3669
CTS | 108400 | 10410 | 2498 | 0.3604
global placement | 100900 | 10010 | 1396 | 0.3501
detailed placement | 100900 | 10010 | 1401 | 0.3481
finish | 108400 | 10410 | 2471 | 0.3581
Power and IR drop assume default switching activity.
